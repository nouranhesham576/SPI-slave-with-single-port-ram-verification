$ cat design/flow/design.v
interface RAM_interface(clk);
    input clk;
    logic rst_n, rx_valid;
    logic [9:0] din;
    logic [7:0] dout;
    logic tx_valid;
    logic [7:0] dout_golden;
    logic tx_valid_golden;
endinterface
interface SPI_interface ( clk);
input clk;
  logic rst_n;
  logic MOSI;
  logic MISO;
  logic SS_n;
  logic tx_valid;
  logic [7:0] tx_data;
  logic [9:0] rx_data;
  logic rx_valid;
  logic  [9:0] rx_data_golden;
  logic rx_valid_golden;
  logic MISO_golden;
endinterface
package SPI_shared_pkg;
    bit[5:0] count;
    logic [10:0] arr_of_data;
    bit is_read;
    bit have_address_to_read;
    int limit;
endpackage
interface SPI_Wrapper_interface (input bit clk);
logic rst_n;
logic MOSI;
logic MISO;
logic SS_n;
logic MISO_golden;
endinterface
package SPI_Wrapper_shared_pkg;
    bit [5:0] count = 0;
    bit read_data_flag=0;
    bit read_addr_flag=0;
    logic [10:0] arr_of_data=11'b0;
    bit is_read=0;
    bit have_address_to_read=0;
    int limit=13;
endpackage
module RAM_golden (clk,rst_n,din,rx_valid,dout,tx_valid);
parameter MEM_DEPTH =256 ;
parameter ADDR_SIZE =8 ;
input clk,rst_n,rx_valid;
input [9:0]din;
output reg [7:0]dout;
output reg tx_valid;
reg[7:0] write_addr;
reg [7:0] read_addr;
reg [7:0] mem [MEM_DEPTH-1:0];   
always @(posedge clk or negedge rst_n) begin
  if (!rst_n) begin
      dout<=8'b0;
      tx_valid <= 1'b0;
      read_addr<= 8'b0;
      write_addr<= 8'b0;
  end
  else  begin
    if (rx_valid) begin
      case (din[9:8])
        2'b00: begin
          write_addr<=din[7:0];  
          tx_valid <= 1'b0;
        end
        2'b01: begin
          mem[write_addr]<=din[7:0];  
          tx_valid <= 1'b0;
        end
        2'b10: begin
          read_addr<=din[7:0] ;
          tx_valid <= 1'b0;
        end
        2'b11: begin
          dout <= mem[read_addr];  
          tx_valid <= 1'b1;
        end 
        default: begin
          dout <= 0;
          tx_valid <= 0;
        end
      endcase
    end
    else begin
      tx_valid <= 1'b0;
    end
  end
end
endmodule
module spi_golden (MOSI,MISO,SS_n,clk,rst_n,rx_data,rx_valid,tx_data,tx_valid);
localparam IDLE      = 3'b000;
localparam WRITE     = 3'b001; 
localparam CHK_CMD   = 3'b010; 
localparam READ_ADD  = 3'b011;
localparam READ_DATA = 3'b100; 
input MOSI,SS_n,clk,rst_n,tx_valid ;
input [7:0] tx_data;
output reg [9:0] rx_data ;
output reg MISO,rx_valid;
reg read_addr_received ;  
reg [3:0] counter;  
reg [2:0] current_state,next_state ;
always @(posedge clk) begin
    if (~rst_n)
        current_state <= IDLE ;
    else
        current_state <= next_state ; 
end
always @(*) begin
    case (current_state)
        IDLE: begin
            if (SS_n == 0 ) next_state = CHK_CMD;
            else next_state = IDLE;
        end
        CHK_CMD: begin
            if (SS_n == 0 && MOSI == 1) begin
                if (read_addr_received)
                    next_state = READ_DATA;
                else
                    next_state = READ_ADD;
            end else if (SS_n == 0 && MOSI == 0) begin
                next_state = WRITE;
            end 
            else if (SS_n) begin
                next_state = IDLE ;
            end
        end
        WRITE: begin
            if (SS_n == 1) 
                next_state = IDLE;
            else 
                next_state = WRITE;
        end
        READ_ADD: begin
            if (SS_n == 1) begin
                next_state = IDLE;
            end
            else 
                next_state = READ_ADD;  
        end
        READ_DATA: begin
            if (SS_n == 1) 
                next_state = IDLE;
            else 
                next_state = READ_DATA;
        end
        default: next_state = IDLE;
    endcase
end
always @(posedge clk) begin
    if (!rst_n) begin
        counter <= 0;
        rx_data <= 0;
        read_addr_received <= 0;
        MISO <= 1'b0;
        rx_valid <= 0;
    end
    else begin
        case (current_state)
IDLE:  begin 
            rx_valid <= 0;
        end
CHK_CMD: counter <= 10;
WRITE: begin
    if (counter >0) begin
            rx_data[counter-1] <= MOSI;
            counter <= counter - 1;
                end
            else rx_valid <= 1;
            end
READ_ADD: begin
        if (counter >0) begin
                    rx_data[counter-1] <= MOSI;
                    counter <= counter - 1;
                end
        else begin
                    rx_valid <= 1;
                    read_addr_received <= 1;
                end
            end
READ_DATA: begin
    if (tx_valid) begin
        rx_valid<=0;
        if (counter >0) begin
            MISO <= tx_data[counter-1];
            counter <= counter - 1;
        end
        else read_addr_received<=0;
    end
    else begin
        if (counter>0) begin
            rx_data[counter-1] <= MOSI;
            counter <= counter - 1;
        end
        else begin  
            rx_valid <= 1;
            counter<=9;
        end
    end
end
default: begin
            counter <= 0;
            MISO <= 1'b0;
            end
        endcase
    end
end
endmodule
module SPI_Wrapper_golden ( MOSI, SS_n, clk, rst_n,MISO_golden);
input MOSI, SS_n, clk, rst_n;
output MISO_golden;
wire [9:0] rx_data_golden; 
wire rx_valid_golden;
wire [7:0] dout_golden; 
wire tx_valid_golden;
spi_golden spi_golden (MOSI, MISO_golden, SS_n,clk,rst_n,rx_data_golden,rx_valid_golden,
dout_golden[7:0], tx_valid_golden);
RAM_golden ram_golden (clk,rst_n,rx_data_golden, rx_valid_golden,dout_golden, tx_valid_golden);
endmodule
$ cat design/flow/config.mk
export PLATFORM = sky130hd
export DESIGN_NAME = SPI_Wrapper_golden
export DESIGN_NICKNAME = SPI_Wrapper_golden
export VERILOG_FILES = /design/flow/design.v
export SDC_FILE = /design/flow/constraint.sdc
export NUM_CORES = 4
export LEC_CHECK = 1
export CORE_UTILIZATION = 40
export SYNTH_HDL_FRONTEND = slang
$ cat design/flow/constraint.sdc
current_design SPI_Wrapper_golden

set clk_period 53.0
set clk_io_pct 0.2

create_clock -name clk0 -period $clk_period [get_ports {clk}]

set non_clock_inputs [all_inputs -no_clocks]
set_input_delay [expr $clk_period * $clk_io_pct] -clock clk0 $non_clock_inputs
set_output_delay [expr $clk_period * $clk_io_pct] -clock clk0 [all_outputs]
$ cat design/flow/run.sh
#!/bin/bash
# OpenROAD 26Q1-2900-gdf79404cd8, Yosys 0.63+post, stock flow scripts
make -C /OpenROAD-flow-scripts/flow DESIGN_CONFIG=/design/flow/config.mk WORK_HOME=/design/flow/orfs finish
==> out/results.txt <==
Routed Antenna Nets - 0
Root Buffer - clkbuf_16
Setup-failing EPs final - 0
total power - 3.23 mW
hpwl dp - 146000 um
die height - 457 um
Req. time, crit path - 53.48 ns
post_cts resized - 0
Routed WL - 230000 um
Worst slew margin - 23.6%
die width - 457 um
CTS Hold Buffers Added - 0
synth warn - 0
Synth area leaders - edfxtp_1 (74%), mux4_2 (7.3%), mux2i_1 (4.8%)
Cells after DPL - 6747
GRT Overall Usage - 24.4%
Area Overhead vs Synth - 11.4%
DR iter-0 viols - 3126
worst stage delay on the critical path - 0.65 ns
grt ovf - 0
final hold vios - 0
Fmax achieved - 76.5 MHz
Worst-path clk slew - 0.06 ns
DR vias - 41900
post-synth area from yosys stat - 0.0826 mm^2
pre-CTS WS - 39.08 ns
CTS tree - yes
fillers - 16700
CTS buffer count - 203
Slowest cell on crit path - nand2_1
CP arrival - 13.55 ns
Late-Pin Clk Latency - 0.85 ns
port bufs - 4
floorplan core area - 0.205 mm^2
power per standard cell area - 35.0 mW/mm^2
Yosys reg bits - 2096
critical path startpoint category - input port
Synth Area per Inst - 19.9 um^2
H-tree levels - 4
crit path kind - in2reg
fin worst setup slack - 39.92 ns
Layout Cells excl Fill - 7123
Post-CTS Setup Inserts - 0
peak supply drop - 0.0000326 V
Die ar. - 0.208 mm^2
Top-area cell share - 74.4%
antenna violations before repair - 8
worst-margin pin slew - 1.13 ns
worst-case clock buffer depth - 3
endpoints left unconstrained - 3
Final Max Slew Viols - 0
CP max FO - 47
Hold WC Path Type - reg2reg
ys flop type - edfxtp_1
Fin Setup TNS - 0 ns
most frequent CP cell - buf_4
worst path cell trace - buf_2, buf_4, nand4b_1, nor3b_1, nand2_1, buf_4, nor2_1
num ports - 5
GP Congestion - 0.953
vias in the first global route - 45900
clock period minus final worst setup slack - 13.08 ns
worst hold margin - 0.518 ns
count of unclocked register or latch pins - 3
num rows - 166
FP Util - 40.3%
Flop area - 0.0626 mm^2
wire length of the first global-routing pass - 328000 um
unrepaired setup endpoints after global routing - false
pin count of the biggest net entering global routing - 97
Yosys cell types - 79
Mapped Area - 0.0826 mm^2
Yosys Instances - 4150
share of cells above drive strength 1 - 18.2%
Tcrit/Tclk final - 24.7%
Gate Count Post-Synth - 4150
drt drc - 0
Multi-input gate area - 0.0181 mm^2
Tool Warnings - 30
CP Capture Type - register
DR WL/cell - 32.3 um
Synth area leader - edfxtp_1
number of synthesized flops with an enable pin - 2048
Leakage Power - 27.8 nW
clk_skew - 0.0442 ns
status - complete, no violations
Async SR Flop Fraction - 1.19%
MaxCap Viol Count - 0
vias per cell - 5.89
drt first pass iters - 6
-- Yosys cell counts (all sizes together), types with 25 or more instances --
| cell type | count |
|---|---|
| o21ai | 56 |
| nand3 | 29 |
| dfrtp | 25 |
| nor2 | 278 |
| a221oi | 50 |
| a2111oi | 25 |
| clkbuf | 100 |
| a21oi | 57 |
| buf | 147 |
| edfxtp | 2048 |
| o221ai | 78 |
| nor3 | 29 |
| a211oi | 48 |
| o22ai | 112 |
| mux2 | 49 |
| mux4 | 328 |
| nand2 | 94 |
| mux2i | 399 |
-- metrics by stage --
stage	utilization [%]	instance area (um^2)
2_1_floorplan	-	82600
3_3_place_gp	41.7	85500
3_5_place_dp	41.7	85500
4_1_cts	44.9	92100
5_1_grt	44.9	92100
6_report	44.9	92100
-- per-layer routing --
layer  vias to the layer above  GRT usage, %  wire, um
met5                         -          1.31       418
met4                        24          6.42      8180
met3                       415          20.5     43000
met2                      3110          34.6    105000
met1                     20900          28.4     73500
li1                      17500             -         -
-- final cells by class --
cell class / count / area share [%]
antenna: 1 / 0.00272
clock buffer: 230 / 5.63
clock inverter: 145 / 1.55
inverter: 12 / 0.0530
multi-input combinational: 1795 / 19.7
sequential: 2096 / 68.0
tap: 2688 / 3.65
timing repair buffer: 156 / 1.41
-- placed cells by master, fill, tap and decap left out, types with 9 or more instances in the layout --
master,count
inv_1,9
a31oi_1,9
a211oi_1,48
nor2_1,276
mux4_2,268
a221oi_1,50
clkinv_2,47
o22ai_1,112
o21ai_0,56
bufinv_16,20
clkinvlp_4,10
dfxtp_1,12
nand2_1,93
clkbuf_16,203
nand3_1,27
and2_1,17
a21boi_0,9
buf_12,10
nor2b_1,17
buf_4,142
clkbuf_1,27
inv_6,10
o221ai_1,76
dfrtp_1,21
clkinv_1,46
mux2_2,49
edfxtp_1,2048
a2111oi_0,16
mux2i_1,399
a21oi_1,57
mux4_1,60
nor3_1,29
-- critical path: cells and delay by family --
family	cells	cell delay, ns
buf+inv	3	1.05
simple gates	4	1.85
-- path summary, 6_finish.rpt --
check,endpoint,cells past startpoint,slack (ns),startpoint
setup reg to reg,ram_golden.dout[4],9,47.83,ram_golden.read_addr[0]
max in group asynchronous,ram_golden.read_addr[4],2,42.70,rst_n
hold / removal,ram_golden.dout[5],2,0.52,ram_golden.dout[5]
min in group asynchronous,ram_golden.dout[6],2,9.85,rst_n
setup / recovery,ram_golden.mem[230][0],7,39.92,rst_n
hold reg to reg,ram_golden.dout[5],2,0.52,ram_golden.dout[5]
-- registers in the layout, summed over array words and instances, names as in the netlist --
register	count
spi_golden.next_state	3
ram_golden.dout	8
spi_golden.read_addr_received	1
ram_golden.tx_valid	1
spi_golden.rx_valid	1
spi_golden.MISO	1
spi_golden.counter	4
ram_golden.read_addr	8
ram_golden.write_addr	8
ram_golden.mem	2048
spi_golden.current_state	3
spi_golden.rx_data	10
-- where the power goes --
| part | leakage [nW] | internal (mW) | total, mW | switching [mW] |
|---|---|---|---|---|
| sequential | 19.5 | 1.79 | 1.79 | 0.000615 |
| combinational | 5.06 | 0.00214 | 0.00641 | 0.00426 |
| clock | 3.22 | 0.804 | 1.43 | 0.627 |
-- logic make-up (layout without fill, tap and decap cells) --
kind of cell / Yosys count / count (layout) / synth area share, %
DFF: 2093 / 2093 / 75.7
muxes: 776 / 776 / 14.7
and+or+nand+nor: 510 / 510 / 2.70
AOI/OAI and AO/OA: 499 / 499 / 4.36
buffers and inverters: 261 / 543 / 2.40
adders and majority gates: 6 / 6 / 0.0908
latches: 3 / 3 / 0.0545
other: 1 / 4 / 0.00454
xor gates and xnor gates: 1 / 1 / 0.0106
Power and IR drop assume default switching activity.
