### ./config.mk
export PLATFORM = sky130hd
export DESIGN_NAME = SPI_Wrapper
export DESIGN_NICKNAME = SPI_Wrapper
export VERILOG_FILES = /design/flow/design.v
export SDC_FILE = /design/flow/constraint.sdc
export NUM_CORES = 4
export LEC_CHECK = 1
export CORE_UTILIZATION = 30
export SYNTH_HDL_FRONTEND = slang
### ./constraint.sdc
current_design SPI_Wrapper

set clk_period 38.1
set clk_io_pct 0.2

create_clock -name clk0 -period $clk_period [get_ports {clk}]

set non_clock_inputs [all_inputs -no_clocks]
set_input_delay [expr $clk_period * $clk_io_pct] -clock clk0 $non_clock_inputs
set_output_delay [expr $clk_period * $clk_io_pct] -clock clk0 [all_outputs]
### ./design.v
interface RAM_interface(clk);
    input clk;
    logic rst_n, rx_valid;
    logic [9:0] din;
    logic [7:0] dout;
    logic tx_valid;
    logic [7:0] dout_golden;
    logic tx_valid_golden;
endinterface
interface SPI_interface ( clk);
input clk;
  logic rst_n;
  logic MOSI;
  logic MISO;
  logic SS_n;
  logic tx_valid;
  logic [7:0] tx_data;
  logic [9:0] rx_data;
  logic rx_valid;
  logic  [9:0] rx_data_golden;
  logic rx_valid_golden;
  logic MISO_golden;
endinterface
package SPI_shared_pkg;
    bit[5:0] count;
    logic [10:0] arr_of_data;
    bit is_read;
    bit have_address_to_read;
    int limit;
endpackage
interface SPI_Wrapper_interface (input bit clk);
logic rst_n;
logic MOSI;
logic MISO;
logic SS_n;
logic MISO_golden;
endinterface
package SPI_Wrapper_shared_pkg;
    bit [5:0] count = 0;
    bit read_data_flag=0;
    bit read_addr_flag=0;
    logic [10:0] arr_of_data=11'b0;
    bit is_read=0;
    bit have_address_to_read=0;
    int limit=13;
endpackage
module RAM (din,clk,rst_n,rx_valid,dout,tx_valid);
  input [9:0] din;
  input clk, rst_n, rx_valid;
  output reg [7:0] dout;
  output reg tx_valid;
  reg [7:0] MEM[255:0];
  reg [7:0] Rd_Addr, Wr_Addr;
  always @(posedge clk) begin
    if (~rst_n) begin
      dout <= 0;
      tx_valid <= 0;
      Rd_Addr <= 0;
      Wr_Addr <= 0;
    end else begin
      if (rx_valid) begin   
        case (din[9:8])
          2'b00:   Wr_Addr <= din[7:0];
          2'b01:   MEM[Wr_Addr] <= din[7:0];
          2'b10:   Rd_Addr <= din[7:0];
          2'b11:   dout <= MEM[Rd_Addr];   
          default: dout <= 0;
        endcase
      end
      tx_valid <= (din[9] && din[8] && rx_valid) ? 1'b1 : 1'b0;
    end
  end
  property reset_sva;
    @(posedge clk) !rst_n |-> ##1 (tx_valid == 0 && dout == 0);
  endproperty
  assert property (reset_sva);
  cover property (reset_sva);
  property tx_valid_low;
    @(posedge clk) disable iff(!rst_n) (din[9:8] inside {2'b00,2'b01,2'b10}) |-> ##1 tx_valid==0;
  endproperty
  assert property (tx_valid_low);
  cover property (tx_valid_low);
  property tx_valid_high;
    @(posedge clk) disable iff (!rst_n) (din[9:8] == 2'b11) |=> ##[1:$] $rose(
        tx_valid
    ) ##[1:$] $fell(
        tx_valid
    );
  endproperty
  assert property (tx_valid_high);
  cover property (tx_valid_high);
  property write_operation;
    @(posedge clk) disable iff (!rst_n) (din[9:8] == 2'b00) |=> ##[1:$] (din[9:8] == 2'b01);
  endproperty
  assert property (write_operation);
  cover property (write_operation);
  property read_operation;
    @(posedge clk) disable iff (!rst_n) (din[9:8] == 2'b10) |=> ##[1:$] (din[9:8] == 2'b11);
  endproperty
  assert property (read_operation);
  cover property (read_operation);
endmodule
module SLAVE (MOSI,MISO,SS_n,clk,rst_n,rx_data,rx_valid,tx_data,tx_valid);
localparam IDLE      = 3'b000;
localparam WRITE     = 3'b001; 
localparam CHK_CMD   = 3'b010; 
localparam READ_ADD  = 3'b011;
localparam READ_DATA = 3'b100; 
input MOSI, clk, rst_n, SS_n, tx_valid;
input  [7:0] tx_data;
output reg [9:0] rx_data;
output reg  rx_valid, MISO;
reg [3:0] counter;
reg  received_address;
reg [2:0] cs, ns;
always @(posedge clk) begin 
    if (~rst_n) begin
        cs <= IDLE;
    end
    else begin
        cs <= ns;
    end
end
always @(*) begin
    case (cs)
        IDLE : begin
            if (SS_n)
                ns = IDLE;
            else
                ns = CHK_CMD;
        end
        CHK_CMD : begin
            if (SS_n)
                ns = IDLE;
            else begin
                if (~MOSI)
                    ns = WRITE;
                else begin  
                    if (received_address) 
                        ns = READ_DATA;  
                    else
                        ns = READ_ADD; 
                end
            end
        end
        WRITE : begin
            if (SS_n)
                ns = IDLE;
            else
                ns = WRITE;
        end
        READ_ADD : begin
            if (SS_n)
                ns = IDLE;
            else
                ns = READ_ADD;
        end
        READ_DATA : begin
            if (SS_n)
                ns = IDLE;
            else
                ns = READ_DATA;
        end
    endcase
end
always @(posedge clk) begin 
    if (~rst_n) begin 
        rx_data <= 0;
        rx_valid <= 0;
        received_address <= 0;
        MISO <= 0; 
        counter <= 0;
    end
    else begin
        case (cs)
            IDLE : begin
                rx_valid <= 0;
            end
            CHK_CMD : begin
                counter <= 10;      
            end
            WRITE : begin
                if (counter > 0) begin
                    rx_data[counter-1] <= MOSI;
                    counter <= counter - 1;
                end
                else begin
                    rx_valid <= 1;
                end
            end
            READ_ADD : begin
                if (counter > 0 ) begin
                    rx_data[counter-1] <= MOSI;
                    counter <= counter - 1;
                end
                else begin
                    rx_valid <= 1;
                    received_address <= 1;
                end
            end
            READ_DATA : begin
                if (tx_valid) begin
                    rx_valid <= 0;
                    if (counter > 0 ) begin
                        MISO <= tx_data[counter-1]; 
                        counter <= counter - 1;
                    end
                    else begin
                        received_address <= 0;
                    end
                end
                else begin
                    if (counter > 0) begin
                        rx_data[counter-1] <= MOSI;
                        counter <= counter - 1;
                    end
                    else begin
                        rx_valid <= 1;
                        counter <= 9;   
                    end
                end
            end
            default : begin
                counter <= 0;
                MISO <= 1'b0;
            end
        endcase
        end
    end
property assert_reset;
    @(posedge clk) (!rst_n) |=> (!MISO && rx_data=='0 &&rx_valid=='0);
endproperty
assert property(assert_reset);
cover property (assert_reset);
property write_add_seq;
  @(posedge clk) disable iff(!rst_n)
     ($fell(SS_n) ##1(!MOSI)[*3] ) |-> ##10 ( rx_valid && SS_n); 
endproperty
assert property(write_add_seq);
cover property(write_add_seq);
property write_data_seq;
  @(posedge clk) disable iff(!rst_n)
     ( $fell(SS_n) ##1(!MOSI)[*2] ##1 (MOSI) ) |-> ##10 ( rx_valid && SS_n); 
endproperty
assert property(write_data_seq);
cover property(write_data_seq);
property read_add_seq;
  @(posedge clk) disable iff(!rst_n)
     ( $fell(SS_n) ##1(MOSI)[*2] ##1 (!MOSI) ) |-> ##10 (rx_valid ##[0:$] SS_n); 
endproperty
assert property(read_add_seq);
cover property(read_add_seq);
property read_data_seq;
  @(posedge clk) disable iff(!rst_n)
     ($fell(SS_n) ##1(MOSI)[*3]  ) |-> ##10 (rx_valid ##[0:$] SS_n); 
endproperty
assert property(read_data_seq);
cover property(read_data_seq);
property idle_to_check_cmd;
  @(posedge clk) disable iff(!rst_n)
    (cs == IDLE && !SS_n) |-> (ns==CHK_CMD);
endproperty
assert property (idle_to_check_cmd);
cover property (idle_to_check_cmd);
property check_cmd_to_write;
  @(posedge clk) disable iff(!rst_n)
    (cs == CHK_CMD && !SS_n && !MOSI) |-> (ns == WRITE );
endproperty
assert property (check_cmd_to_write);
cover property (check_cmd_to_write);
property check_cmd_to_read_addr;
  @(posedge clk) disable iff(!rst_n)
    (cs == CHK_CMD && !SS_n && MOSI && !received_address) |-> (ns == READ_ADD);
endproperty
assert property (check_cmd_to_read_addr);
cover property (check_cmd_to_read_addr);
property check_cmd_to_read_data;
  @(posedge clk) disable iff(!rst_n)
    (cs == CHK_CMD && !SS_n && MOSI && received_address) |-> (ns == READ_DATA);
endproperty
assert property (check_cmd_to_read_data);
cover property (check_cmd_to_read_data);
property write_to_idle;
  @(posedge clk) disable iff(!rst_n)
    (cs == WRITE && SS_n)|-> (ns == IDLE);
endproperty
assert property (write_to_idle);
cover property (write_to_idle);
property read_add_to_idle;
  @(posedge clk) disable iff(!rst_n)
    (cs == READ_ADD && SS_n) |-> (ns == IDLE);
endproperty
assert property (read_add_to_idle);
cover property (read_add_to_idle);
property read_data_to_idle;
  @(posedge clk) disable iff(!rst_n)
    (cs == READ_DATA && SS_n) |->  (ns == IDLE);
endproperty
assert property (read_data_to_idle);
cover property (read_data_to_idle);
endmodule
module SPI_Wrapper (MOSI,MISO,SS_n,clk,rst_n);
input  MOSI, SS_n, clk, rst_n;
output MISO;
wire [9:0] rx_data_din;
wire       rx_valid;
wire       tx_valid;
wire [7:0] tx_data_dout;
RAM   RAM_instance   (rx_data_din,clk,rst_n,rx_valid,tx_data_dout,tx_valid);
SLAVE SLAVE_instance (MOSI,MISO,SS_n,clk,rst_n,rx_data_din,rx_valid,tx_data_dout,tx_valid);
property assert_reset;
    @(posedge clk) (!rst_n) |=> (MISO=='0);
endproperty
assert property (assert_reset);
cover property (assert_reset);
property MISO_STABLE_NOT_READ;
  @(posedge clk) disable iff (!rst_n)
  $fell(SS_n) |=> (!MOSI) [*0:3] ##1 ($stable(MISO) throughout (!SS_n));
endproperty
assert property (MISO_STABLE_NOT_READ);
cover property (MISO_STABLE_NOT_READ);
endmodule
### ./run.sh
#!/bin/bash
# OpenROAD 26Q1-2900-gdf79404cd8, Yosys 0.63+post, stock flow scripts
make -C /OpenROAD-flow-scripts/flow DESIGN_CONFIG=/design/flow/config.mk WORK_HOME=/design/flow/orfs finish
==> results_tabular.tex <==
% Implementation results table
\begin{tabular}{lr}
\hline
Metric & Value \\
\hline
\multicolumn{2}{l}{\textbf{Setup path}} \\
\quad Data required time of the worst path & 38.56 ns \\
\quad Crit Path Max Fanout & 11 \\
\quad Setup crit start kind & primary input \\
\quad Crit Path Category & in -> reg \\
\quad Type of element capturing the critical path & flip-flop \\
\quad Arrival time at the worst endpoint & 10.95 ns \\
\multicolumn{2}{l}{\textbf{STA}} \\
\quad Slew at the pin closest to its max-slew limit & 1.307 ns \\
\quad Fmax & 95.34 MHz \\
\quad Hold Vio Cnt, Final & 0 \\
\quad Register pins left without a clock & 3 \\
\quad Final clock period utilization by the worst path & 27.53\% \\
\quad Final setup violation count & 0 \\
\quad Shortest clock period the worst path allows after layout & 10.49 ns \\
\quad Worst Skew & 0.06883 ns \\
\quad Max-slew violations & 0 \\
\quad Count of endpoints without a timing constraint & 3 \\
\quad Summed negative setup slack over all endpoints & 0 ns \\
\quad Unrepaired setup endpoints after global routing & no \\
\quad Remaining max-slew budget at the tightest pin & 10.63\% \\
\multicolumn{2}{l}{\textbf{CTS}} \\
\quad CTS clk-pin slew, worst paths & 0.06 ns \\
\quad Clock Latency Late Sink & 0.88 ns \\
\quad Maximum clock path buffer count & 3 \\
\quad TritonCTS clock tree & yes \\
\quad Post-CTS setup buffer count & 0 \\
\quad Cell chosen for the clock root & sky130\_fd\_sc\_hd\_\_clkbuf\_16 \\
\quad Post-cts sizing count & 0 \\
\quad Maximum level of the CTS H-tree & 4 \\
\quad Hold buffer count at cts & 0 \\
\quad Number of buffers created by CTS & 201 \\
\multicolumn{2}{l}{\textbf{Logic synthesis}} \\
\quad Number of cells in the yosys synthesis report & 4,061 \\
\quad Count of flip-flops with a built-in enable after synthesis & 2,048 \\
\quad Count of distinct cell types in the synthesized netlist & 68 \\
\quad Yosys warns & 0 \\
\quad Most common reg cell & sky130\_fd\_sc\_hd\_\_edfxtp\_1 \\
\quad Post-synthesis instance area & 81,860 um2 \\
\quad Number of register bits inferred by synthesis & 2,096 \\
\quad Share of async-settable or async-resettable flops after synthesis & 0\% \\
\quad Post-synthesis average cell area & 20.16 um2 \\
\quad Post-synthesis instance total & 4,061 \\
\quad Synthesized chip area reported by yosys & 81,860 um2 \\
\multicolumn{2}{l}{\textbf{GRT}} \\
\quad Maximum number of pins on one net before global-route repair & 98 \\
\quad Global-route wire length before repair & 318.3 mm \\
\quad Number of antenna violations at the first check in global routing & 3 \\
\quad Global-route usage over all layers & 17.38\% \\
\quad Vias in the first global route & 45,820 \\
\quad Congestion Overflow GR & 0 \\
\multicolumn{2}{l}{\textbf{Cells and area}} \\
\quad Highest-count cells in the layout ignoring fill and taps & 2,048 x sky130\_fd\_sc\_hd\_\_edfxtp\_1, 421 x sky130\_fd\_sc\_hd\_\_mux4\_2, 315 x sky130\_fd\_sc\_hd\_\_nor2\_1, 246 x sky130\_fd\_sc\_hd\_\_mux2i\_1, 202 x sky130\_fd\_sc\_hd\_\_clkbuf\_16 \\
\quad Layout Cells excl Fill & 7,949 \\
\quad Most frequent logic cell in the layout & sky130\_fd\_sc\_hd\_\_edfxtp\_1 \\
\quad Area added between synthesis and finish & 13.77\% \\
\quad Core occupancy in the finished layout & 34.36\% \\
\quad Fraction of final layout cells with drive strength greater than 1 & 21.38\% \\
\quad Number of fillers in the final layout & 24,950 \\
\multicolumn{2}{l}{\textbf{Detailed routing}} \\
\quad Total detailed-routing wirelength & 221.4 mm \\
\quad Mean routed wirelength per cell & 27.86 um \\
\quad Via total after detailed routing & 41,190 \\
\quad Number of vias per cell after detailed routing & 5.182 \\
\quad Iteration-0 DRC count of the detailed router & 2,985 \\
\quad Detailed Routing Iterations Pass 1 & 5 \\
\quad \# DRC & 0 \\
\quad Number of nets with antenna violations after detailed routing & 0 \\
\multicolumn{2}{l}{\textbf{Pwr}} \\
\quad Static leakage & 27.77 nW \\
\quad Clock Power Share & 45.1\% \\
\quad Switching power as a share of total power & 19.24\% \\
\quad Tot Pwr & 4.548 mW \\
\quad Net switching power & 0.8752 mW \\
\quad Worst-case vdd ir drop & 0.04154 mV \\
\quad Power per cell area & 48.84 nW/um2 \\
\quad Internal power & 3.673 mW \\
\quad Power share of the combinational group & 0.2\% \\
\quad Sequential group share of total power & 54.7\% \\
\multicolumn{2}{l}{\textbf{Floorplanning}} \\
\quad Number of rows in the core area & 191 \\
\quad Total core area & 271,000 um2 \\
\quad Die W & 524.4 um \\
\quad Fraction of the core area occupied by cells at floorplan & 30.21\% \\
\quad Chip area & 274,900 um2 \\
\quad Die Height & 524.4 um \\
\quad I/O pin cnt & 5 \\
\multicolumn{2}{l}{\textbf{Job}} \\
\quad Number of max-cap violations & 0 \\
\quad OpenROAD warning count & 30 \\
\multicolumn{2}{l}{\textbf{Placed design}} \\
\quad Post-placement cell count & 7,562 \\
\quad Placed wire-length estimate after detailed placement & 137.3 mm \\
\quad Routability-driven placement congestion ratio & 0.9793 \\
\quad PortBufs & 4 \\
\multicolumn{2}{l}{\textbf{Min path}} \\
\quad Hold/Removal Path Class & reg -> reg \\
\multicolumn{2}{l}{\textbf{Run status}} \\
\quad Result of the run & completed \\
\hline
\end{tabular}
[power groups by stage]
stage | registers (mW) | clock network (mW) | logic, mW
4_1_cts | 2.49 | 2.09 | 0.00802
5_1_grt | 2.49 | 2.17 | 0.00879
6_report | 2.49 | 2.05 | 0.00800
[path summary, 6_finish.rpt]
path	cells after the start	slack, ns	startpoint	end
setup / recovery	6	27.61	rst_n	RAM_instance.MEM[1][4]
setup reg to reg	11	32.15	RAM_instance.Rd_Addr[0]	RAM_instance.dout[2]
hold / removal	1	0.46	RAM_instance.dout[7]	RAM_instance.dout[7]
hold reg to reg	1	0.46	RAM_instance.dout[7]	RAM_instance.dout[7]
[worst max-delay path: stages]
cell and delay [ns]:
sky130_fd_sc_hd__clkdlybuf4s50_1 0.68, sky130_fd_sc_hd__nand4b_1 0.41, sky130_fd_sc_hd__nor3_1 0.48, sky130_fd_sc_hd__nand3b_1 0.64, sky130_fd_sc_hd__buf_4 0.50, sky130_fd_sc_hd__nor2_1 0.60
[cells in the mapped netlist (15+ instances only)]
library cell | count | area share [%]
sky130_fd_sc_hd__edfxtp_1 | 2048 | 75
sky130_fd_sc_hd__nor3_1 | 39 | 0.24
sky130_fd_sc_hd__nand2_1 | 145 | 0.66
sky130_fd_sc_hd__o21ai_0 | 44 | 0.27
sky130_fd_sc_hd__a2111oi_0 | 31 | 0.33
sky130_fd_sc_hd__nor2b_1 | 17 | 0.13
sky130_fd_sc_hd__mux2i_1 | 246 | 3.0
sky130_fd_sc_hd__buf_2 | 49 | 0.30
sky130_fd_sc_hd__a211oi_1 | 18 | 0.17
sky130_fd_sc_hd__a22oi_1 | 22 | 0.20
sky130_fd_sc_hd__nand3_1 | 33 | 0.20
sky130_fd_sc_hd__and2_1 | 16 | 0.12
sky130_fd_sc_hd__buf_4 | 21 | 0.19
sky130_fd_sc_hd__nor4_1 | 16 | 0.12
sky130_fd_sc_hd__a21oi_1 | 62 | 0.38
sky130_fd_sc_hd__a22o_1 | 15 | 0.16
sky130_fd_sc_hd__clkbuf_1 | 101 | 0.46
sky130_fd_sc_hd__dfxtp_1 | 45 | 1.1
sky130_fd_sc_hd__o22ai_1 | 81 | 0.62
sky130_fd_sc_hd__nor2_1 | 316 | 1.4
sky130_fd_sc_hd__o221ai_1 | 37 | 0.40
sky130_fd_sc_hd__mux4_2 | 421 | 12
sky130_fd_sc_hd__buf_6 | 43 | 0.59
[registers in the layout, indices dropped and copies added, names as in the netlist]
register / cells
RAM_instance.MEM: 2048
SLAVE_instance.rx_data: 10
RAM_instance.Rd_Addr: 8
RAM_instance.Wr_Addr: 8
RAM_instance.dout: 8
SLAVE_instance.counter: 4
SLAVE_instance.cs: 3
SLAVE_instance.ns: 3
RAM_instance.tx_valid: 1
SLAVE_instance.MISO: 1
SLAVE_instance.received_address: 1
SLAVE_instance.rx_valid: 1
[per-stage QoR]
stage	cell area [um2]	setup slack (ns)	hold WS (ns)
after detailed placement	86200	26.85	0.4503
final	93130	27.61	0.4622
after CTS	93110	27.66	0.4638
after global routing	93120	27.47	0.4904
after global placement	86200	26.83	0.4474
after floorplan	81860	28.76	0.4209
[layout make-up]
class,count,area [um2],area share (%)
Timing Repair Buffer,169,1326,1.424
Inverter,10,42.54,0.04568
Tap cell,3570,4467,4.797
Sequential cell,2096,62490,67.10
Antenna cell,5,12.51,0.01344
Clock inverter,141,1657,1.779
Clock buffer,240,5248,5.635
Multi-Input combinational cell,1718,17880,19.20
[metal layers]
layer,part of all wire [%],up-vias,track usage (%),wire length [um]
met3,17,388,14.17,38260
met1,32,20580,18.31,70870
met2,47,3111,26.09,103900
li1,-,17110,-,-
met4,3.7,6,5.370,8282
met5,0.052,-,0.6930,116
[kinds of logic after synthesis]
| logic type | count (synthesis) | synth area share (%) |
|---|---|---|
| xor gates and xnor gates | 1 | 0.01070 |
| DFF | 2093 | 76.23 |
| buffers and inverters | 247 | 1.917 |
| adders and majority gates | 6 | 0.09171 |
| and+or+nand+nor | 641 | 3.432 |
| muxes | 689 | 15.04 |
| latches | 3 | 0.05502 |
| AOI/OAI and AO/OA | 381 | 3.224 |
Power is estimated from default activity; no workload was simulated.
